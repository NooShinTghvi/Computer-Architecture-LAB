**flow/constraint.sdc**
```tcl
current_design Cache

set clk_period 183.4
set clk_io_pct 0.2

create_clock -name clk0 -period $clk_period [get_ports {clk}]

set non_clock_inputs [all_inputs -no_clocks]
set_input_delay [expr $clk_period * $clk_io_pct] -clock clk0 $non_clock_inputs
set_output_delay [expr $clk_period * $clk_io_pct] -clock clk0 [all_outputs]
```
**flow/design.v**
```verilog
module Cache (
        input clk,rst,
        input WR_EN,RD_EN,
        input [31:0] address,
        output [31:0] readData,
        output pause,
		input readyFlagData64B,
        input pause_SRAM,
        input [63:0] outData_SRAM,
        output WR_EN_SRAM, RD_EN_SRAM,hit
    );
    reg [63:0] valid_W0,valid_W1 ;
    reg [63:0] LRU;
	reg	[9:0] tag_W0 [63:0];
    reg	[9:0] tag_W1 [63:0];
    reg	[63:0] twoWords_W0 [63:0];
    reg	[63:0] twoWords_W1 [63:0];
	wire [63:0] readData64B;
    reg WR_EN_SRAM__;
    assign WR_EN_SRAM = WR_EN_SRAM__;
    reg RD_EN_SRAM__;
    assign RD_EN_SRAM = RD_EN_SRAM__;
    wire [5:0] index;
    assign index = address[8:3];
    wire [8:0] tag;
    assign tag = address[17:9];
    wire hit0;
    assign hit0 = ((tag_W0[index] == tag) && valid_W0[index]);
    wire hit1;
    assign hit1 = ((tag_W1[index] == tag) && valid_W1[index]);
    assign hit =   ((hit0 || hit1) && !WR_EN) || !(WR_EN || RD_EN);
    wire select ;
    assign select = address[2];
	assign pause = pause_SRAM && (!hit);
    assign readData64B = (!rst & RD_EN & hit) ?
							( (hit1)?
								twoWords_W1[index]:
								twoWords_W0[index]
							) :
							64'bz ;
	assign readData = (!rst & RD_EN & hit) ?
							( (select)?
								readData64B[63:32] :
								readData64B[31:0]
							) :
							32'bz;
    always @ (posedge clk) begin
        WR_EN_SRAM__ = 1'd1;
        RD_EN_SRAM__ = 1'd1;
        if (rst) begin
			WR_EN_SRAM__ = 1'd1;
            RD_EN_SRAM__ = 1'd1;
        end
        else begin
			if (pause_SRAM) begin
                if(RD_EN)
                    RD_EN_SRAM__ = 1;
                if(WR_EN)
                    WR_EN_SRAM__ = 1;
			end
            if (RD_EN && pause_SRAM) begin
                if(!hit) begin
                    RD_EN_SRAM__ = 1'd0;
                end
            end
            else if(WR_EN && pause_SRAM)begin
                WR_EN_SRAM__ = 1'd0;
            end
        end
    end
	integer i;
	always @ (posedge clk) begin
        if (rst) begin
            valid_W0 = 64'd0;
            valid_W1 = 64'd0;
            LRU = 64'd0;
        end
        else begin
            if(RD_EN && hit0) begin
				LRU[index] = 1'd0;
            end
            else if(RD_EN && hit1) begin
				LRU[index] = 1'd1;
            end
            if (readyFlagData64B) begin
    			if (LRU[index] == 1'd1) begin
    				tag_W0[index] = address[17:9];
    				valid_W0[index] = 1'd1;
    				twoWords_W0[index] = outData_SRAM;
    				LRU[index] = 1'd0;
    			end
    			else begin
    				tag_W1[index] = address[17:9];
    				valid_W1[index] = 1'd1;
    				twoWords_W1[index] = outData_SRAM;
    				LRU[index] = 1'd1;
    			end
            end
			if(WR_EN && hit0) begin
				valid_W0[index] = 1'd0;
            end
            else if(WR_EN && hit1) begin
				valid_W1[index] = 1'd0;
            end
        end
    end
endmodule  
```
**flow/run.sh**
```bash
#!/bin/bash
# OpenROAD 26Q1-2900-gdf79404cd8, Yosys 0.63+post, stock flow scripts
make -C /OpenROAD-flow-scripts/flow DESIGN_CONFIG=/design/flow/config.mk WORK_HOME=/design/flow/orfs finish
```
**flow/config.mk**
```make
export PLATFORM = sky130hd
export DESIGN_NAME = Cache
export DESIGN_NICKNAME = Cache
export VERILOG_FILES = /design/flow/design.v
export SDC_FILE = /design/flow/constraint.sdc
export NUM_CORES = 4
export LEC_CHECK = 1
export CORE_UTILIZATION = 50
export SYNTH_MEMORY_MAX_BITS = 65536
```
==> results.yml <==
# physical design summary
detailed_routing:
  drc: 0
  drtPass1Iterations: 9
  wl_per_cell_um: 45.04
  vias_per_cell: 6.994
  drt_iter0_markers: 20881
  wl_um: 1401000
  postRouteAntennaNets: 0
  num_vias: 217638
final_layout:
  area.growth.synth_to_final_pct: 13.33
  fillerInstances: 51740
  drive_gt1_frac: 0.1576
worst_setup_path:
  r2r-start: "tag_W0[14][7]"
  start_kind: "primary input"
  cp-end-kind: "output pin"
  max_stage_delay_ns: 1.00
  crit_type: "in2out"
  crit_arrival_ns: 45.90
  crit_slowest_cell: "o221ai_1"
  critPathMaxFanout: 43
  crit_start: "address[4]"
  worst_path_most_repeated_cell: "buf_4"
  critPathRequiredTime_ns: 146.72
  crit_path_cell_trace: "buf_8 > buf_4 > buf_4 > and3_4 > buf_4 > buf_4 > buf_4 > buf_4 > buf_4 > a22oi_1 > a41oi_1 > a21oi_1 > nor2_1 > a21oi_1 > o221ai_1 > mux4_2 > clkdlybuf4s50_1"
power_and_ir_drop:
  p_per_area_nw_per_um2: 11.11
  power.static_leakage_nw: 125.9
  ir_worst_vdd_mv: 0.01101
synth:
  syn_area_um2: 356900
  topCellsByArea: "edfxtp_1 (79%), a22oi_1 (4.6%), a221oi_1 (2.0%)"
  synthDistinctLibCells: 91
  ys_area_um2: 356900
  synthFlopType: "edfxtp_1"
  ys_seq_frac: 0.7970
  ys_ff: 9538
  edf_count: 9344
  async_reset_ff_frac: 0
  syn-instance-count: 19722
  yosys_warnings: 3
  top_area_frac: 0.7861
  syn_area_per_cell_um2: 18.10
  yosysTopAreaCell: "edfxtp_1"
  ys_cells: 19722
hold_path:
  hold_class: "reg2reg"
  worstHoldStart: "valid_W0[2]"
clock_network:
  clkSlewWorstSetupHoldPaths_ns: 0.06
  post_cts_buffers: 0
  clk_latency_ns: 1.25
  cts_max_path_buffers: 4
  ctsResizeCount: 0
  cts_num_sinks: 9538
  cts_buffers: 930
  htreeDepth: 6
  cts_hold_buf: 0
  cts_tree: "yes"
  cts-root-buf: "clkbuf_16"
final_timing:
  maxSlewViolCount: 0
  max_slew_margin: 0.1051
  fin_ws_ns: 100.82
  fin_skew_ns: 0.07761
  fmax_mhz: 12.11
  hold_violations: 0
  fin_crit_ns: 82.58
  setup_violations: 0
  tightest_slew_ns: 1.328
  rsz0062_at_grt: "no"
  finalSetupTns_ns: 0
  period_used_share: 0.4503
run:
  warnings: 47
  drv_cap: 0
grt:
  grt_max_degree: 86
  grt_pass1_vias: 219836
  grtUsageTotal: 0.4357
  antenna_found_initial: 156
  grt_pass1_wl_um: 1870000
  overflow: 0
floorplan:
  fp_util: 0.5031
  io_pins: 138
  rows: 309
  core_area_um2: 709400
  die_h_um: 846.9
  dieWidth_um: 846.9
  chip_area_um2: 717200
place:
  dpl_worst_slack_ns: 101.29
  dp_hpwl_um: 819800
  gp_congestion: 0.9664
  port_buffers: 121
status:
  status: "finished, final reports clean"
## path summary, 6_finish.rpt
kind | to | slack [ns] | cells after the start
min reg2reg | valid_W0[2] | 0.47 | 1
min | valid_W0[2] | 0.47 | 1
max reg2reg | twoWords_W0[11][40] | 174.26 | 19
max | readData[14] | 100.82 | 17
## area by class of cell
type                       instances  area (um^2)  share of cell area
inverter                          17        83.83           0.0002072
sequential                      9538       284500              0.7033
antenna                          293        733.2            0.001813
timing repair buffer            1378        10890             0.02693
multi-input combinational       8711        67600              0.1671
clock buffer                    1228        24830             0.06138
tap                             9485        11870             0.02934
clock inverter                   468         4034            0.009972
## per-stage QoR
| step | power, W | cell area (um^2) | utilization | cells | hold slack [ns] |
|---|---|---|---|---|---|
| 2_1_floorplan | 0.002549 | 356900 | - | 19722 | 0.4348 |
| 3_3_place_gp | 0.002686 | 374900 | 0.5285 | 29129 | 0.4467 |
| 3_5_place_dp | 0.002687 | 374900 | 0.5285 | 29129 | 0.4527 |
| 4_1_cts | 0.004489 | 403800 | 0.5691 | 30825 | 0.4674 |
| 5_1_grt | 0.004584 | 404200 | 0.5697 | 30978 | 0.4818 |
| 6_report | 0.004495 | 404500 | 0.5702 | 31118 | 0.4654 |
## logic make-up after synthesis
| group | synth area share |
|---|---|
| flops | 0.7970 |
| compound gates | 0.1186 |
| simple gates | 0.02323 |
| buf+inv | 0.01674 |
| mux | 0.04390 |
| xor+xnor | 0.0003435 |
| fa+ha+maj | 0.0001402 |
## routing by layer
layer  part of all wire  vias up  wire (um)  global-route usage
met3               0.23     4386     322200              0.4268
met4              0.072      309     100900              0.2458
met2               0.42    21271     592700              0.5457
li1                   -    85221          -                   -
met1               0.27   106451     375100              0.4563
met5             0.0075        -      10570              0.1556
## critical path: cells and delay by family
family | cells | cell delay [ns]
AND-OR/OR-AND | 5 | 1.68
multiplexers | 1 | 0.63
buffers and inverters | 9 | 5.57
AND/OR/NAND/NOR | 2 | 1.00
## where the power goes
group | internal (W) | switching, W
Combinational | 0.0000602 | 0.000193
Clock | 0.00103 | 0.000816
Sequential | 0.00240 | 0.00000135
Total | 0.00348 | 0.00101
## cell usage in the layout (no fill, tap or decap), drive strengths merged, types with 233 or more instances in the layout
master | netlist | routed
clkbuf | 912 | 1228
a22o | 312 | 312
nor2 | 414 | 414
clkinv | 1 | 383
a21oi | 597 | 597
a31oi | 344 | 344
o22ai | 233 | 233
diode | 0 | 293
a221oi | 831 | 831
mux2 | 429 | 429
buf | 544 | 1339
mux2i | 680 | 680
nand2 | 404 | 404
o21ai | 388 | 388
edfxtp | 9344 | 9344
nand4 | 258 | 258
a22oi | 2185 | 2185
## cells in the mapped netlist (86+ instances only)
library cell / instances
clkbuf_1: 912
a22oi_1: 2185
a221oi_1: 831
a21oi_1: 596
edfxtp_1: 9344
a22o_1: 312
buf_2: 149
nand4_1: 258
dfxtp_1: 194
nor3_1: 116
o21ai_0: 386
mux2_2: 424
buf_1: 344
nand2_1: 402
a31oi_1: 344
a211oi_1: 172
mux4_2: 179
mux2i_1: 680
a221o_1: 86
o221ai_1: 92
nand3_1: 111
nor2_1: 413
a41oi_1: 170
o22ai_1: 233
## flip-flops by register name, indices dropped and copies added, names as in the netlist, 64 cells and up
signal	count
tag_W1	576
valid_W1	64
valid_W0	64
tag_W0	576
twoWords_W1	4096
twoWords_W0	4096
LRU	64
Power figures rest on the tool's default switching activity, not on a simulated workload.
