===== flow/config.mk =====
export PLATFORM = sky130hd
export DESIGN_NAME = SRAM
export DESIGN_NICKNAME = SRAM
export VERILOG_FILES = /design/flow/design.v
export SDC_FILE = /design/flow/constraint.sdc
export NUM_CORES = 4
export LEC_CHECK = 1
export CORE_UTILIZATION = 50

===== flow/run.sh =====
#!/bin/bash
# OpenROAD 26Q1-2900-gdf79404cd8, Yosys 0.63+post, stock flow scripts
make -C /OpenROAD-flow-scripts/flow DESIGN_CONFIG=/design/flow/config.mk WORK_HOME=/design/flow/orfs finish

===== flow/constraint.sdc =====
current_design SRAM

set clk_period 4.2
set clk_io_pct 0.2

create_clock -name clk0 -period $clk_period [get_ports {clk}]

set non_clock_inputs [all_inputs -no_clocks]
set_input_delay [expr $clk_period * $clk_io_pct] -clock clk0 $non_clock_inputs
set_output_delay [expr $clk_period * $clk_io_pct] -clock clk0 [all_outputs]

===== flow/design.v =====
module SRAM (
            input clk,rst,
            input WR_EN,RD_EN,
            input [31:0] address, writeData,
            output [31:0] readDate,
            output pause,
            inout  [15:0]	SRAM_DQ,	 
            output [17:0]	SRAM_ADDR,	 
            output			SRAM_UB_N,	 
            output			SRAM_LB_N,	 
            output			SRAM_WE_N,	 
            output			SRAM_CE_N,	 
            output			SRAM_OE_N	 
    );
    assign SRAM_UB_N = 1'b0;
    assign SRAM_LB_N = 1'b0;
    assign SRAM_CE_N = 1'b0;
    assign SRAM_OE_N = 1'b0;
    reg SRAM_WE_N_;
    reg [2:0]counter;
    reg [31:0] dataTemp;
    reg [15:0] SRAM_DQ_;
    reg [17:0]	SRAM_ADDR_;
    always @ (posedge clk) begin
        if (rst) begin
            counter <= 3'd0;
        end
        else begin
            if (WR_EN == 1'b1 || RD_EN == 1'b1) begin
                counter <= counter + 1'b1;
                if(counter == 3'd5) begin
                    counter <= 3'd0;
                end
            end
        end
    end
     assign pause = ((WR_EN == 1'b1 || RD_EN == 1'b1) && (counter < 3'd5));  
     assign SRAM_DQ = (WR_EN) ? SRAM_DQ_ : 16'bZ;
     assign SRAM_ADDR = SRAM_ADDR_;
     assign SRAM_WE_N = SRAM_WE_N_;
     assign readDate = dataTemp;
     always @ (posedge clk) begin
         SRAM_WE_N_ <= 1'b1;
         if (rst) begin
            SRAM_WE_N_ <= 1'b1;
            dataTemp <= 32'd0;
            SRAM_DQ_ <= 16'd0;
            SRAM_ADDR_ <= 18'd0;
         end
        else begin
             if (WR_EN) begin
                if (counter == 3'd0) begin
                    SRAM_WE_N_ <= 1'b0;
                    SRAM_ADDR_ <= {address[18:2],1'd0};
                    SRAM_DQ_ <= writeData[15:0];
                end
                else if (counter == 3'd1) begin
                    SRAM_WE_N_ <= 1'b0;
                    SRAM_ADDR_ <= {address[18:2],1'd1};
                    SRAM_DQ_ <= writeData[31:16];
                end
                else SRAM_WE_N_ <= 1'b1;
             end
             else if(RD_EN) begin  
                 if (counter == 3'd0) begin
                     SRAM_ADDR_ <= {address[18:2],1'd0};
                 end
                 else if (counter == 3'd1) begin
                     SRAM_ADDR_ <= {address[18:2],1'd1};
                     dataTemp <= {16'd0,SRAM_DQ};
                 end
                 else if (counter == 3'd2) begin
                     dataTemp <= {SRAM_DQ,dataTemp[15:0]};
                 end
             end
        end
     end
endmodule  

==> flow_summary_export.csv <==
group,metric,value,unit
synth,dominant_register_cell,"dfxtp_1",
floorplan,fp_util,51.70,%
placed_design,portBuffers,104,
placed_design,dpl.hpwl,4.586,mm
synth,synth-area-yosys,3043,um^2
clock_tree,h_tree_levels,3,
placed_design,finalWeightedCongestion,0.7659,
clock_tree,cts_sinks,70,
outcome,run.stop_error,"[error] [KeplerFormal.cpp:679] Workflow failed: Iso has multiple drivers: .SRAM_DQ0, SRAM_DQ[0]$_SDFFE_PP0P_.Q0",
synth,postSynthAreaPerCell,9.450,um^2
outcome,flow.stopped_at,"clock tree synthesis",
floorplan,die_x,80.01,um
floorplan,boundaryPins,140,
synth,numSynthFlops,70,
placed_design,place_inst,479,
floorplan,floorplan.die.height,80.01,um
clock_tree,cts-root-buf,"clkbuf_8",
clock_tree,cts_made_buffers,9,
synth,yosysWarningCount,2,
clock_tree,cts_post_setup_buffers_inserted,0,
synth,synth_cell_types,23,
synth,number_of_cell_instances_after_yosys_synthesis,322,
clock_tree,clk_path_buf_depth,2,
floorplan,std_cell_rows,28,
synth,ys_async_sr_fraction,0,%
outcome,status,"aborted with a tool error",
synth,syn_inst,322,
synth,count_of_library_flops_with_an_enable_pin,0,
placed_design,placement_stage_cell_area,4070,um^2
synth,synthesis.area,3043,um^2
synth,synth_sequential_area_ratio,46.05,%
clock_tree,ctsHoldBuffers,0,
clock_tree,cts.repair.resized,0,
[Yosys cell counts, types with 2 or more instances]
cell type  instances  area, um^2
nand2b_1          66       412.9
buf_2              3       15.01
nand3_1           18       90.09
xnor2_1            2       17.52
nor2_1            20       75.07
mux2i_1           48       480.5
dfxtp_1           70        1401
a21oi_1           20       100.1
o21ai_0           19       95.09
nand2_1            2       7.510
buf_6              3       33.78
a211oi_1          16       120.1
clkbuf_1          19       71.32
buf_4              6       45.04
or2_2              2       12.51
[cells by family after synthesis]
kind of cell	count (synthesis)	synth area share, %
muxes	48	15.79
buffers and inverters	31	5.427
and+or+nand+nor	114	21.42
other	1	0.1232
AOI/OAI and AO/OA	56	10.61
xor gates and xnor gates	2	0.5758
DFF	70	46.05
[metrics by stage]
stage / worst slack (ps) / hold slack [ps]
detailed placement: 1349 / 465.7
global placement: 1320 / 459.0
floorplan: 1935 / 434.3
